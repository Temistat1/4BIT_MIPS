===== flow/design.v =====
module ALU (
    input [3:0] opcode,    
    input [3:0] operandA,  
    input [3:0] operandB,  
    output reg [3:0] result,
    output reg mem_write,  
    output reg mem_read,   
    input [3:0] memory_in,  
    output reg [3:0] memory_out  
);
always @(*) begin
    mem_write = 0;
    mem_read = 0;
    memory_out = 4'b0000;  
    case (opcode)
        4'b0000: result = operandA + operandB;   
        4'b0001: result = operandA - operandB;   
        4'b0010: result = operandA & operandB;   
        4'b0011: result = operandA | operandB;   
        4'b0100: result = operandA ^ operandB;   
        4'b0101: result = operandA << operandB;  
        4'b0110: result = operandA >> operandB;  
        4'b0111: result = (operandA < operandB) ? 4'b0001 : 4'b0000;  
        4'b1000: result = ~(operandA | operandB);  
        4'b1001: result = $signed(operandA) >>> operandB;  
        4'b1010: begin  
            mem_read = 1;
	    result = memory_in;  
        end
        4'b1011: begin  
            mem_write = 1;
            memory_out = operandA;  
        end
        default: result = 4'b0000;
    endcase
end
endmodule

===== flow/run.sh =====
#!/bin/bash
# OpenROAD 26Q1-2900-gdf79404cd8, Yosys 0.63+post, stock flow scripts
make -C /OpenROAD-flow-scripts/flow DESIGN_CONFIG=/design/flow/config.mk WORK_HOME=/design/flow/orfs finish

===== flow/config.mk =====
export PLATFORM = sky130hd
export DESIGN_NAME = ALU
export DESIGN_NICKNAME = ALU
export VERILOG_FILES = /design/flow/design.v
export SDC_FILE = /design/flow/constraint.sdc
export NUM_CORES = 4
export LEC_CHECK = 1
export CORE_AREA = 10 10 77 77
export DIE_AREA = 0 0 87 87

===== flow/constraint.sdc =====
current_design ALU

set clk_period 1.7
set clk_io_pct 0.2

create_clock -name clk0 -period $clk_period

set non_clock_inputs [all_inputs -no_clocks]
set_input_delay [expr $clk_period * $clk_io_pct] -clock clk0 $non_clock_inputs
set_output_delay [expr $clk_period * $clk_io_pct] -clock clk0 [all_outputs]

==> node_exporter_impl.prom <==
# HELP chip_impl_metric Metrics from one implementation run
# TYPE chip_impl_metric gauge
chip_impl_info{name="crit_start_category",value="primary input"} 1
chip_impl_metric{name="yosysCellCount",unit=""} 140
chip_impl_metric{name="floorplan.rows",unit=""} 24
chip_impl_metric{name="grt_first_pass_wirelength",unit="mm"} 5.69
chip_impl_info{name="critPathTopFamily",value="buffers and inverters"} 1
chip_impl_info{name="critical_path.cell_chain",value="clkdlybuf4s50_1 > inv_2 > nor3_2 > dlygate4sd2_1"} 1
chip_impl_metric{name="setup_ws",unit="ns"} 0.0777
chip_impl_metric{name="timing.fmax",unit="MHz"} 616
chip_impl_metric{name="yosys_warnings",unit=""} 1
chip_impl_metric{name="syn_inst",unit=""} 140
chip_impl_metric{name="power_density",unit="nW/µm²"} 209
chip_impl_metric{name="via_count",unit=""} 1218
chip_impl_metric{name="cts_hold_repair.buffers",unit=""} 0
chip_impl_metric{name="worst-slew-pin-transition",unit="ns"} 0.603
chip_impl_metric{name="grt.total_usage",unit="%"} 9.00
chip_impl_metric{name="multiInputGateArea",unit="µm²"} 976
chip_impl_metric{name="largest_register_ff_count",unit=""} 4
chip_impl_metric{name="grt_max_degree",unit=""} 21
chip_impl_metric{name="crit_arrival",unit="ns"} 1.28
chip_impl_metric{name="asyncSetResetFlopFracSynth",unit="%"} 0
chip_impl_metric{name="via_per_inst",unit=""} 5.27
chip_impl_metric{name="antenna_cells",unit=""} 0
chip_impl_info{name="unrepaired_setup_endpoints_after_global_routing",value="false"} 1
chip_impl_metric{name="globalRouteOverflowTotal",unit=""} 0
chip_impl_info{name="ff_type",value="dlxtn_1"} 1
chip_impl_info{name="setup.worst_path.class",value="primary input to primary output"} 1
chip_impl_metric{name="number_of_global_route_vias_before_repair",unit=""} 1136
chip_impl_metric{name="placed_cells",unit=""} 228
chip_impl_metric{name="critPathMaxFanout",unit=""} 2
chip_impl_metric{name="gpl.final_weighted_congestion",unit=""} 0.870
chip_impl_info{name="outcome",value="complete, no violations"} 1
chip_impl_info{name="hold_path.class",value="primary input to primary output"} 1
chip_impl_metric{name="summed_standard_cell_area_reported_by_yosys",unit="µm²"} 1090
chip_impl_metric{name="tool_warnings",unit=""} 41
chip_impl_metric{name="finalSetupViolations",unit=""} 0
chip_impl_metric{name="place_ws",unit="ns"} -0.342
chip_impl_metric{name="critPathRequiredTime",unit="ns"} 1.36
chip_impl_metric{name="design_power",unit="mW"} 0.325
chip_impl_metric{name="power.leakage",unit="nW"} 0.685
chip_impl_metric{name="die_width",unit="µm"} 87
chip_impl_metric{name="layout_min_cycle_time",unit="ns"} 1.62
chip_impl_metric{name="firstDrtPassIters",unit=""} 4
chip_impl_metric{name="final_min_period_over_clock_period",unit="%"} 95.4
chip_impl_info{name="final_layout_top_logic_cell",value="buf_4"} 1
chip_impl_metric{name="worst-path-buf-inv",unit=""} 3
chip_impl_info{name="end_kind",value="primary output"} 1
chip_impl_metric{name="routed_wl",unit="mm"} 3.49
chip_impl_info{name="layout_top_cells_excl_fill_tap",value="21 x buf_4, 18 x clkdlybuf4s50_1, 12 x ha_1"} 1
chip_impl_metric{name="die_h",unit="µm"} 87
chip_impl_metric{name="grt_antenna_before_repair",unit=""} 0
chip_impl_metric{name="untimed_endpoints",unit=""} 8
chip_impl_metric{name="critical-path-max-stage-delay",unit="ns"} 0.49
chip_impl_metric{name="drt-initial-drc-count",unit=""} 113
chip_impl_metric{name="detailed_place_hpwl",unit="mm"} 2.76
chip_impl_metric{name="register_pins_left_without_a_clock",unit=""} 4
chip_impl_info{name="crit_slowest_cell",value="clkdlybuf4s50_1"} 1
chip_impl_metric{name="layout-drive-gt1-share",unit="%"} 25.7
chip_impl_metric{name="max_capacitance_violation_total",unit=""} 0
chip_impl_metric{name="maxSlewViolCount",unit=""} 0
chip_impl_metric{name="fp_util",unit="%"} 25.0
chip_impl_metric{name="synth_cell_types",unit=""} 51
chip_impl_metric{name="io_buffers",unit=""} 26
chip_impl_metric{name="post_synthesis_mean_instance_area",unit="µm²"} 7.77
chip_impl_metric{name="die_area",unit="µm²"} 7570
chip_impl_metric{name="drtAntennaViolNets",unit=""} 0
chip_impl_metric{name="area_of_the_core",unit="µm²"} 4350
chip_impl_metric{name="drt-wirelength-per-cell",unit="µm"} 15.1
chip_impl_metric{name="final_cell_count_no_fill",unit=""} 231
chip_impl_metric{name="ys_seq_elements",unit=""} 4
chip_impl_metric{name="final_hold_viol_count",unit=""} 0
chip_impl_metric{name="nFillCells",unit=""} 453
chip_impl_metric{name="syn2layout_area_growth",unit="%"} 43.3
chip_impl_metric{name="timing.slew.headroom",unit="%"} 59.7
chip_impl_metric{name="synth-edff-count",unit=""} 0
chip_impl_metric{name="io_pins",unit=""} 26
chip_impl_metric{name="syn_area",unit="µm²"} 1090
chip_impl_metric{name="worst_case_vdd_ir_drop",unit="V"} 0.0000943
chip_impl_metric{name="ff_latch_area",unit="µm²"} 60.1
chip_impl_metric{name="drc_errors",unit=""} 0
==> metrics by stage <==
step                      instance area [µm²]  utilization, %  setup TNS, ns  hold WS (ns)
after floorplan                          1090               -              0         0.765
after global placement                   1510            34.6          -1.91          1.65
after detailed placement                 1510            34.6          -1.98          1.65
after CTS                                1570            36.0       -0.00949          1.20
after global routing                     1560            35.8              0          1.22
final                                    1560            35.8              0          1.19
==> routing by layer <==
metal	global-route usage (%)	up-vias	wire length [µm]
li1	-	614	-
met1	13.6	581	1710
met2	13.3	23	1540
met3	1.98	0	234
met4	0.295	0	0
met5	0	-	0
==> tightest hold or removal path, cell delays in order <==
cell and delay [ns]:
buf_2 0.12, nand2_4 0.10, nor3_2 0.05, dlygate4sd2_1 0.23
==> synthesized netlist by cell type, drive strengths merged, types with 2 or more instances <==
master	n	share of area, %
ha	12	14
inv	11	3.8
buf	9	4.7
nor2	7	2.4
nor3	7	3.2
mux2i	6	5.5
nand2	5	1.7
o21ai	5	2.3
a21oi	4	1.8
dlxtn	4	5.5
mux2	4	4.1
nand3	4	1.8
nor2b	4	3.0
a211o	3	2.4
a211oi	3	2.1
and4bb	3	3.5
nand2b	3	1.7
nand3b	3	2.1
nor3b	3	2.1
nor4bb	3	2.8
a2111o	2	2.1
a2bb2oi	2	1.6
a311oi	2	1.6
a31oi	2	1.2
and2	2	1.2
and3b	2	1.6
fa	2	3.7
nor4	2	1.2
==> cell families after synthesis <==
| kind of cell | synth area share, % |
|---|---|
| XOR/XNOR | 0.806 |
| AND-OR/OR-AND | 26.8 |
| adder cells (fa/ha/maj) | 17.5 |
| AND/OR/NAND/NOR | 30.8 |
| multiplexers | 9.67 |
| buffers and inverters | 8.86 |
| latches | 5.52 |
==> final timing paths <==
kind   startpoint       endpoint  slack [ns]  cells after the start
max   operandA[2]  memory_out[2]        0.08                      4
min     opcode[1]  memory_out[3]        1.19                      4
==> what timing repair did <==
| action | CTS | global route |
|---|---|---|
| endpoints found under the setup margin | 6 | 1 |
| setup buffers | 3 | 0 |
| pin swaps | 1 | 0 |
| resized | 32 | 2 |
==> area by class of cell <==
cell class	instances	share of cell area, %
Multi-Input combinational cell	115	62.7
Sequential cell	4	3.86
Timing Repair Buffer	49	26.7
Tap cell	52	4.18
Inverter	11	2.65
==> power breakdown <==
group,switching (mW),total (mW),leakage [nW],internal (mW)
combinational,0.160,0.320,0.654,0.160
clock,0,0,0,0
sequential,0.000161,0.00511,0.0316,0.00495
total,0.160,0.325,0.685,0.165
No activity file was given, so power comes from the tool's default toggle rates.
