## flow/run.sh

```bash
#!/bin/bash
# OpenROAD 26Q1-2900-gdf79404cd8, Yosys 0.63+post, stock flow scripts
make -C /OpenROAD-flow-scripts/flow DESIGN_CONFIG=/design/flow/config.mk WORK_HOME=/design/flow/orfs finish
```

## flow/config.mk

```make
export PLATFORM = sky130hd
export DESIGN_NAME = Memory
export DESIGN_NICKNAME = Memory
export VERILOG_FILES = /design/flow/design.v
export SDC_FILE = /design/flow/constraint.sdc
export NUM_CORES = 4
export LEC_CHECK = 1
export CORE_UTILIZATION = 30
```

## flow/constraint.sdc

```tcl
current_design Memory

set clk_period 2.0
set clk_io_pct 0.2

create_clock -name clk0 -period $clk_period [get_ports {clk}]

set non_clock_inputs [all_inputs -no_clocks]
set_input_delay [expr $clk_period * $clk_io_pct] -clock clk0 $non_clock_inputs
set_output_delay [expr $clk_period * $clk_io_pct] -clock clk0 [all_outputs]
```

## flow/design.v

```verilog
module Memory (
    input clk,
    input mem_read,
    input mem_write,
    input [3:0] address,
    input [3:0] write_data,
    output reg [3:0] read_data
);
reg [3:0] mem [0:15];   
integer i;
initial begin
    for (i = 0; i < 16; i = i + 1)
        mem[i] = 4'b0000;   
end
always @(posedge clk) begin
    if (mem_write) begin
        mem[address] <= write_data;
    end
end
always @(*) begin
    if (mem_read)
        read_data = mem[address];
    else
        read_data = 4'b0000;  
end
endmodule
```

==> job_summary.md <==
## Implementation flow summary

| Metric | Value |
|---|---|
| Status | `complete, but fails checks` |
| Failing checks | `setup timing` |
| Post-Syn Instances | `between 100 and 150` |
| First-pass DRT Iterations | `4` |
| CP max FO | `7` |
| Die width | `approximately 95 um` |
| Yosys Instances | `between 100 and 150` |
| Placed Instance Area | `3060 um2` |
| Top-count cell post-synth | `edfxtp_1` |
| CP arrival | `about 1.6 ns` |
| Final worst path period share | `102%` |
| Syn Area/Cell | `~20 um2` |
| Reg with most FFs | `mem` |
| Main flop type after synthesis | `edfxtp_1` |
| Vias per inst | `4.77` |
| Vias in the first global route | `1512` |
| H-Tree Level Count | `3` |
| Setup CP Type | `input pin to output pin` |
| Synth area leader | `edfxtp_1` |
| Post-Route WL | `4870 um` |
| Largest net degree at the start of global routing | `17` |
| Max stage delay on crit path | `0.51 ns` |
| Initial antenna violation count | `0` |
| Worst slew pin tran | `0.587 ns` |
| Clock Tree Buf Depth | `2` |
| Port buffer count | `14` |
| GRT Total Usage | `12.6%` |
| Top post-synthesis cells by count | `edfxtp_1, nor2_1, mux4_1, mux2_2, mux4_2` |
| Synthesis warning total | `1` |
| Synthesized area | `2590 um2` |
| Antenna viol nets, final | `0` |
| Most area-consuming cells after synthesis | `edfxtp_1, mux4_1, mux4_2` |
| Unique cell types | `20` |
| Fillers | `between 700 and 800` |
| CP Data Required Time | `1.60 ns` |
| Core area | `8300 um2` |
| Tool Warnings | `27` |
| Max_cap viols | `0` |
| CP Depth | `7` |
| Crit path time final | `2.04 ns` |
| Final hold violation count | `0` |
| Startpoint Class | `input pin` |
| Iteration-0 DRC Markers | `~90` |
| Cell Count, Final, Fillers Out | `296` |
| Std cell rows | `33` |
| I/O pins | `15` |
| Worst vdd ir | `between 400 and 500 uV` |
| Max reg flops | `64` |
| Top Layer Used | `met4` |
| Peak Freq | `490 MHz` |
| CTS Buf Count | `9` |
| Rel. slew slack | `approximately 61%` |
| Vias | `1413` |
| Class of the worst hold path | `input pin to flip-flop` |
| Critical path's most frequent cell | `buf_6` |
| Crit-path cells | `buf_6, buf_12, buf_6, mux4_2, mux2i_1, o22ai_1, buf_2` |
| CTS tree | `done` |
| Synth flops | `~64` |
| Cells after DPL | `about 270` |
| N_diodes | `0` |
| DIE AREA | `~9000 um2` |
| Worst setup EP type | `output pin` |
| Hold Path Origin | `address[0]` |
| First-pass GRT wire length | `7780 um` |
| Remaining DRCs | `0` |
| DR WL met3 | `539 um` |
| HPWL Detailed | `around 3300 um` |
| Slowest-stage cell, CP | `mux4_2` |
| Synth async-reset ratio | `0%` |
| Cell family with most CP delay | `multiplexers` |
| Metal2 WL | `2270 um` |
| Max-slew violations | `0` |
| Hold Path End | `mem[0][3]` |
| Number of enable flip-flop cells | `64` |
| Die Y | `95.0 um` |
| Cell area power density | `about 760 nW/um2` |
| # setup viols final | `3` |
| PnR worst setup slack | `-0.0396 ns` |
| Register area share after synthesis | `74.1%` |
| Placer Congestion | `0.846` |
| RSZ-0062 raised after global routing | `true` |
| Hold-fix buffers, CTS | `0` |
| CTS Sinks | `64` |
| Yosys chip area | `2590 um2` |
| CP Buf/Inv Count | `4` |
| Largest regs | `mem: 64 flops` |
| Detailed-route wire length per cell | `16.5 um` |
| Init Core Util | `31.3%` |
| Lkg Pwr | `1.15 nW` |
| Worst-path clk slew | `~0.060 ns` |
| Total congestion overflow | `0` |
| CTS root buf | `clkbuf_8` |
| Area share, top type | `74.1%` |
| Worst hold path cell count | `4` |
| Layout cell share with drive strength beyond 1 | `44.0%` |
| M1 wire length | `about 2000 um` |
| Final instance area | `3340 um2` |
| Synthesis-to-layout area growth | `28.7%` |
## cells in the final DEF, fill, tap and decap left out, types with 2 or more instances in the layout
cell and count:
buf_6 5, o221ai_2 3, clkbuf_8 9, mux4_2 12
nor2_1 15, clkdlybuf4s50_1 6, o22ai_1 2, nand3b_1 2
buf_4 32, mux2_2 6, mux2i_1 2, buf_12 3
mux2i_2 3, edfxtp_1 64, nor3_1 4, clkinv_1 4
o22ai_2 2, buf_2 5
## timing repair
item | 4_1_cts | 5_1_grt
pin swaps | 5 | 4
resized | 36 | 9
gates cloned | 1 | 0
buffers inserted | 12 | 0
setup endpoints to repair | 4 | 4
## area by class of cell
| type | count | area [um2] | area share [%] |
|---|---|---|---|
| timing repair buffer | 54 | 493 | 14.8 |
| clock inverter | 4 | 15.0 | 0.449 |
| multi-input combinational | 59 | 652 | 19.5 |
| clock buffer | 9 | 124 | 3.71 |
| inverter | 1 | 3.75 | 0.112 |
| sequential | 64 | 1920 | 57.5 |
| tap | 105 | 131 | 3.93 |
## layer usage
layer | GRT usage [%] | vias up
met1 | 18.4 | 701
met5 | 0 | -
met2 | 17.9 | 60
met3 | 6.45 | 4
met4 | 2.65 | 0
li1 | - | 648
## power by group
group / total, W / switching, W / internal, W
sequential: 0.00151 / 0.00000591 / 0.00150
clock: 0.000805 / 0.000394 / 0.000411
combinational: 0.000237 / 0.000107 / 0.000130
## worst max path at each step
stage / start / endpoint / slack (ns)
finish: address[1] / read_data[0] / -0.04
global route: mem[14][1] / read_data[1] / -0.09
CTS: mem[14][1] / read_data[1] / -0.05
## cell families (layout without fill, tap and decap cells)
logic type / count (synthesis) / count (layout) / synth area share, %
buffers and inverters: 7 / 68 / 1.98
flip-flops: 64 / 64 / 74.1
multiplexers: 24 / 24 / 16.8
AND-OR/OR-AND: 7 / 7 / 1.98
AND/OR/NAND/NOR: 28 / 28 / 5.16
## through the flow
| stage | TNS, ns | total power, W | hold WS (ns) | worst slack (ns) | utilization [%] |
|---|---|---|---|---|---|
| after CTS | -0.147 | 0.00257 | 0.822 | -0.0507 | 40.0 |
| after floorplan | 0 | 0.00163 | 0.499 | 0.330 | - |
| final | -0.0769 | 0.00255 | 0.849 | -0.0396 | 40.3 |
| after global placement | -6.57 | 0.00173 | 1.34 | -0.777 | 36.9 |
| after global routing | -0.274 | 0.00266 | 0.841 | -0.0898 | 40.3 |
| after detailed placement | -6.37 | 0.00174 | 1.43 | -0.770 | 36.9 |
Power is estimated from default activity; no workload was simulated.
