## /design/flow/constraint.sdc

```tcl
current_design RegisterFile

set clk_period 2.4
set clk_io_pct 0.2

create_clock -name clk0 -period $clk_period [get_ports {clk}]

set non_clock_inputs [all_inputs -no_clocks]
set_input_delay [expr $clk_period * $clk_io_pct] -clock clk0 $non_clock_inputs
set_output_delay [expr $clk_period * $clk_io_pct] -clock clk0 [all_outputs]
```

## /design/flow/config.mk

```make
export PLATFORM = sky130hd
export DESIGN_NAME = RegisterFile
export DESIGN_NICKNAME = RegisterFile
export VERILOG_FILES = /design/flow/design.v
export SDC_FILE = /design/flow/constraint.sdc
export NUM_CORES = 4
export LEC_CHECK = 1
export CORE_UTILIZATION = 40
```

## /design/flow/run.sh

```bash
#!/bin/bash
# OpenROAD 26Q1-2900-gdf79404cd8, Yosys 0.63+post, stock flow scripts
make -C /OpenROAD-flow-scripts/flow DESIGN_CONFIG=/design/flow/config.mk WORK_HOME=/design/flow/orfs finish
```

## /design/flow/design.v

```verilog
module RegisterFile (
    input clk,
    input reg_write,
    input [3:0] read_reg1,
    input [3:0] read_reg2,
    input [3:0] write_reg,
    input [3:0] write_data,
    output reg [3:0] read_data1,
    output reg [3:0] read_data2
);
reg [3:0] registers [0:15];
always @(*) begin
    read_data1 = registers[read_reg1];
    read_data2 = registers[read_reg2];
end
always @(posedge clk) begin
    if (reg_write)
        registers[write_reg] <= write_data;
end
endmodule
```

==> impl_metrics.tcl <==
# collected from the flow reports
set metrics [dict create \
    ys.flops 64 \
    diodes 0 \
    cellPowerDensity_mw_per_mm2 605 \
    hp-start "write_reg[3]" \
    finalSetupViolations 0 \
    cp-start-kind "primary input" \
    grt_pass1_vias 2040 \
    fmax_ghz 0.427 \
    numClockSinks 64 \
    rsz0062_at_grt "false" \
    largest_register "registers" \
    track_usage_pct 19.2 \
    worstMarginPinSlew_ns 0.630 \
    cts_tree "yes" \
    htree_levels 3 \
    grt-ovfl-total 0 \
    routedWlPerCell_um 21.2 \
    vias 1839 \
    ys_chip_area_mm2 0.00314 \
    core_mm2 0.00741 \
    combPwrFrac_pct 12.6 \
    slew_viol_final 0 \
    power.internal_mw 1.89 \
    p_seq_share_pct 52.9 \
    gp_congestion 0.850 \
    rows 31 \
    reg_top3 "registers x64" \
    yosys_cells 165 \
    ir_worst_vdd_mv 0.399 \
    cp.arrival_ns 1.86 \
    viasPerCell 5.68 \
    die_w_um 90.6 \
    largest_reg_flops 64 \
    antenna_found_initial 0 \
    port_buffers 25 \
    drt_iter0_drc 73 \
    power.static_leakage_nw 1.34 \
    die.size.y_um 90.6 \
    synthDistinctLibCells 16 \
    cts_max_path_buffers 2 \
    slew_headroom_pct 57.9 \
    crit_type "primary input to output port" \
    placedCellCount 303 \
    chipArea_mm2 0.00821 \
    dr.pass1.iters 4 \
    syn_area_mm2 0.00314 \
    worstHoldPathCells 3 \
    min-delay-path-class "primary input to flip-flop" \
    cap_violations 0 \
    io_pins 26 \
    critPathMaxFanout 8 \
    finalClockPeriodUsage_pct 97.5 \
    min_delay_worst_endpoint "registers[11][0]$_DFFE_PP_" \
    drc 0 \
    grt_max_degree 17 \
    holdBufCountCts 0 \
    ant_nets 0 \
    syn_avg_cell_area_um2 19.0 \
    finalHoldViolations 0 \
    pwr-share-clk_pct 34.5 \
    switching_share_pct 20.9 \
    status "finished clean" \
    crit_required_ns 1.92 \
    warning_count 25 \
    clock-root-buffer "clkbuf_8" \
    yosysWarnings 1 \
    dp_hpwl_um 4760 \
    drive_above_1_share_pct 36.4 \
    p_switching_uw 500 \
    fp-utilization_pct 42.4 \
    fin_setup_tns_ns 0 \
    fin_cells 324 \
    routed_wl_um 6870 \
    fin_crit_ns 2.34 \
    grt_pass1_wl_um 10800 \
    numCtsBuffers 9 \
    synth_cells 165 \
    yosys.stat.seqShare_pct 61.2 \
    clkTransAtPathRegs_ns 0.07 \
    areaGrowthSynthToFinish_pct 25.8 \
    cp-end-kind "output port" \
]
-- cells by family (layout without fill, tap and decap cells) --
| logic type | count (synthesis) | count (layout) | share of synthesized area, % |
|---|---|---|---|
| AOI/OAI and AO/OA | 8 | 8 | 1.91 |
| buffers and inverters | 8 | 68 | 2.55 |
| DFF | 64 | 64 | 61.2 |
| muxes | 32 | 32 | 26.3 |
| and+or+nand+nor | 53 | 53 | 8.05 |
-- worst max-delay path by stage --
stage                         start            end  slack (ns)
5_1_grt                read_reg1[0]  read_data1[3]       0.005
4_1_cts   registers[0][2]$_DFFE_PP_  read_data1[2]        0.05
6_report               read_reg1[0]  read_data1[1]        0.06
-- critical path, stage by stage --
cell and delay [ns]:
buf_6 0.10, buf_12 0.13, buf_12 0.13, mux4_1 0.56, nand3_1 0.12, nand3_1 0.09, dlygate4sd2_1 0.25
-- cell usage after synthesis, drive strengths merged --
library cell	n	area (um2)
edfxtp	64	1920
mux4	32	826
nand3	17	85.1
nor2	14	52.6
nand2	9	33.8
a22oi	8	60.1
buf	6	72.6
nor2b	4	25.0
nor3	4	20.0
clkbuf	2	7.51
nand2b	2	12.5
nand3b	2	15.0
or3b	1	8.76
-- power by group through the flow --
stage / Sequential [mW] / Combinational, mW / Clock (mW)
6_report: 1.26 / 0.301 / 0.825
5_1_grt: 1.27 / 0.323 / 0.884
4_1_cts: 1.26 / 0.302 / 0.845
-- stage by stage --
stage / hold slack, ns / setup WS [ns] / power, mW / area (um2) / utilization (%)
6_report: 1.07 / 0.0598 / 2.39 / 3950 / 53.3
5_1_grt: 1.09 / 0.00539 / 2.47 / 3950 / 53.3
4_1_cts: 1.06 / 0.0490 / 2.41 / 3960 / 53.4
3_5_place_dp: 1.41 / -0.599 / 1.56 / 3700 / 49.9
3_3_place_gp: 1.40 / -0.562 / 1.55 / 3700 / 49.9
2_1_floorplan: 0.579 / 0.511 / 1.41 / 3140 / -
-- layout make-up --
cell class / instances / area, um2
timing repair buffer: 52 / 613
tap: 99 / 124
clock buffer: 10 / 128
multi-input combinational: 93 / 1110
sequential: 64 / 1920
fill: 595 / 3460
clock inverter: 6 / 50.0
-- metal layers --
metal	track usage (%)	share of wire, %	wire length (um)
met3	13.2	14	945
met5	0	0	0
met2	26.5	46	3130
met1	27.9	40	2720
met4	2.82	0.96	66
-- cells in the final DEF (no fill, tap or decap), types with 3 or more instances in the layout --
cell type and count:
a22oi_2 8, buf_12 9, buf_4 15, clkbuf_8 9, clkdlybuf4s50_1 10, clkinv_1 4, dlygate4sd2_1 12, edfxtp_1 64
mux4_1 6, mux4_2 26, nand2_1 6, nand2_2 3, nand3_1 16, nor2_1 12, nor2b_1 4, nor3_1 4
-- repair_timing --
item	CTS	global route
gates cloned	3	0
setup buffers	2	0
pin swaps	20	0
endpoints found under the hold margin	0	0
endpoints found under the setup margin	8	2
resized	65	2
Power is estimated from default activity; no workload was simulated.
